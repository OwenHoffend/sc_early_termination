===== flow/constraint.sdc =====
current_design barrel_shift

set clk_period 1.5
set clk_io_pct 0.2

create_clock -name clk0 -period $clk_period

set non_clock_inputs [all_inputs -no_clocks]
set_input_delay [expr $clk_period * $clk_io_pct] -clock clk0 $non_clock_inputs
set_output_delay [expr $clk_period * $clk_io_pct] -clock clk0 [all_outputs]

===== flow/run.sh =====
#!/bin/bash
# OpenROAD 26Q1-2900-gdf79404cd8, Yosys 0.63+post, stock flow scripts
make -C /OpenROAD-flow-scripts/flow DESIGN_CONFIG=/design/flow/config.mk WORK_HOME=/design/flow/orfs finish

===== flow/design.v =====
module barrel_shift #(parameter W = 8) (
    input  logic [W-1:0] data_in,
    input  logic [$clog2(W)-1:0] shift_amount,
    output logic [W-1:0] data_out
);
    always_comb begin
        data_out = data_in;
        for (int i = 0; i < $clog2(W); i++) begin
            if (shift_amount[i]) begin
                data_out = data_out << (1 << i);
            end
        end
    end
endmodule

===== flow/config.mk =====
export PLATFORM = sky130hd
export DESIGN_NAME = barrel_shift
export DESIGN_NICKNAME = barrel_shift
export VERILOG_FILES = /design/flow/design.v
export SDC_FILE = /design/flow/constraint.sdc
export NUM_CORES = 4
export LEC_CHECK = 1
export CORE_AREA = 10 10 70 70
export DIE_AREA = 0 0 80 80

==> run summary <==
Total Power: 0.000150 W
Finish-stage setup viols: 3
crit path time final: 1.70 ns
# clk buffers: 0
Final Worst Setup Slack: -0.200 ns
largest net degree at the start of global routing: 9
fp util: 8.02%
Lkg Pwr: 0.259 nW
WHS: 1.00 ns
post-layout period usage: 113%
remaining global-route overflow: 0
VDD IR max: 39.6 uV
CP cell instances: buf_6 > buf_6 > mux2_4 > mux4_2 > buf_2
Top area cell types: mux2i_1 18%, mux2_4 16%, mux4_2 16%
CP Max Fanout: 6
# hold bufs at CTS: 0
Yosys top cell by area: mux2i_1
family with the most delay on the worst path: multiplexers
final wirelength: 1.07 mm
io pins: 19
yosys warns: 1
critical path buffer and inverter count: 3
WP data required: 1.20 ns
Slew headroom: 84.8%
Crit Path Category: in -> out
vias in the first global route: 329
Commonest cells post-synth: 5 x mux2i_1, 3 x mux2_4
DR vias: 326
fmax: 588 MHz
most frequent CP cell: buf_6
RSZ-0062 raised after global routing: yes
Cell Pwr Density: 261 mW/mm2
distinct lib cells: 17
tool warnings: 34
Startpoint Class: input port
YS chip area: 274 um2
vias per cell: 3.26
Worst Hold Path EP: data_out[6]
hold path start: shift_amount[1]
Hold Crit Class: in -> out
Die Wd: 80 um
Place WS: -0.947 ns
Synth top area share: 18.3%
PortBufs: 19
1st-iter DRT viols: 16
DR WL/cell: 10.7 um
CP endpoint kind: output pin
DRT Pass-1 Iters: 3
max cap viols: 0
Syn Inst Count: 28
first-pass GRT wire length: 1.65 mm
Critical Path Slowest Stage Cell: mux4_2
num rows: 21
overall fraction of global-route tracks in use: 3.22%
run status: finished, violations left
Final ANT Viol Nets: 0
Critical Path AT: 1.40 ns
Synth Cell Area: 274 um2
initial antenna violation count: 1
max incr delay on CP: 0.45 ns
Post-synth seq share: 0%
Fillers: 383
Tightest Pin Transition: 0.225 ns
share of layout cells above drive strength 1: 60.4%
FF+latch count: 0
violated checks: negative setup slack
Register Area: 0 um2
Hold Vio Cnt, Final: 0
yosys stat cell total: 28
syn_area_per_cell: 9.79 um2
synthesis-to-finish area growth: 109%
chip area: 0.00640 mm2
Yosys top cell by instances: mux2i_1
Core Footprint: 0.00342 mm2
die y size: 80 um
Max Transition Viols Final: 0
HPWL after DPL: 927 um
Final GP Congestion: 0.696
WHS Path Cells: 3
DRC Markers: 0
post-CTS setup buffer count: 0
[how the worst max path moves through the flow]
stage / to / cells past startpoint / from / slack (ns)
5_1_grt: data_out[6] / 5 / shift_amount[2] / -0.24
6_report: data_out[6] / 5 / shift_amount[2] / -0.20
4_1_cts: data_out[6] / 5 / shift_amount[2] / -0.21
[final cells by class]
| type | instances | area [um2] | share of cell area, % |
|---|---|---|---|
| Tap cell | 46 | 57.6 | 10.0 |
| Multi-Input combinational cell | 25 | 290 | 50.7 |
| Timing Repair Buffer | 28 | 223 | 38.9 |
| Antenna cell | 1 | 2.50 | 0.437 |
[power by group]
group / total, W / switching [W] / internal, W
sequential: 0 / 0 / 0
combinational: 0.000150 / 0.0000540 / 0.0000958
clock: 0.0000000000890 / 0 / 0.0000000000890
[kinds of logic after synthesis]
family,share of synthesized area [%]
buffers and inverters,7.76
AND-OR/OR-AND,15.5
AND/OR/NAND/NOR,17.4
multiplexers,59.4
[layer usage]
metal | routed length [um] | vias to the layer above | global-route usage [%] | share of wire (%)
met2 | 522 | 8 | 5.54 | 49
met5 | 0 | - | 0 | 0
met1 | 399 | 155 | 3.52 | 37
met4 | 0 | 0 | 0 | 0
li1 | - | 163 | - | -
met3 | 146 | 0 | 1.93 | 14
[cell usage in the layout, fill, tap and decap left out]
master	count
a211oi_2	2
and2b_2	1
buf_2	7
buf_4	8
buf_6	4
clkdlybuf4s15_1	1
clkdlybuf4s15_2	1
diode_2	1
dlygate4sd2_1	7
mux2_4	5
mux2i_1	4
mux2i_4	1
mux4_2	2
nand3b_1	1
nor2_1	1
nor2b_4	1
nor3_1	1
nor3b_1	1
nor4b_1	1
o21a_1	2
o21ai_0	1
o21bai_1	1
[through the flow]
| stage | cell area [um2] | setup TNS (ns) | cells | util [%] |
|---|---|---|---|---|
| 2_1_floorplan | 274 | 0 | 28 | - |
| 3_3_place_gp | 568 | -6.24 | 99 | 16.6 |
| 3_5_place_dp | 568 | -6.35 | 99 | 16.6 |
| 4_1_cts | 534 | -0.496 | 99 | 15.6 |
| 5_1_grt | 573 | -0.589 | 100 | 16.8 |
| 6_report | 573 | -0.467 | 100 | 16.8 |
[timing repair]
item / in CTS / in global routing
gates resized: 56 / 10
endpoints found under the hold margin: 0 / 0
pin swaps: 7 / 3
endpoints found under the setup margin: 8 / 5
Power figures rest on the tool's default switching activity, not on a simulated workload.
