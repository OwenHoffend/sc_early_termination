File: flow/run.sh
#!/bin/bash
# OpenROAD 26Q1-2900-gdf79404cd8, Yosys 0.63+post, stock flow scripts
make -C /OpenROAD-flow-scripts/flow DESIGN_CONFIG=/design/flow/config.mk WORK_HOME=/design/flow/orfs finish
File: flow/config.mk
export PLATFORM = sky130hd
export DESIGN_NAME = bpc
export DESIGN_NICKNAME = bpc
export VERILOG_FILES = /design/flow/design.v
export SDC_FILE = /design/flow/constraint.sdc
export NUM_CORES = 4
export LEC_CHECK = 1
export CORE_AREA = 10 10 70 70
export DIE_AREA = 0 0 80 80
File: flow/constraint.sdc
current_design bpc

set clk_period 1.8
set clk_io_pct 0.2

create_clock -name clk0 -period $clk_period [get_ports {clk}]

set non_clock_inputs [all_inputs -no_clocks]
set_input_delay [expr $clk_period * $clk_io_pct] -clock clk0 $non_clock_inputs
set_output_delay [expr $clk_period * $clk_io_pct] -clock clk0 [all_outputs]
File: flow/design.v
`timescale 1ns / 1ps
module bpc #(parameter WIDTH=8)(
    input clk, rst_n,
    input [WIDTH-1:0] bp,
    output logic ovf,
    output logic [WIDTH-1:0] cnt
);
logic [WIDTH-1:0] carry_gen, next_cnt;
logic [WIDTH:0] carry;
always_ff @(posedge clk or negedge rst_n) begin
    if(!rst_n) begin
        cnt <= 0;
    end else begin
        cnt <= next_cnt;
    end
end
integer i;
always_comb begin
    carry_gen = cnt | bp;
    carry[0] = 1'b1;
    for(i=1; i<WIDTH+1; i++) begin
        carry[i] = carry[i-1] & carry_gen[i-1];
    end
    next_cnt = cnt ^ (carry[WIDTH-1:0] & ~bp);
    ovf = carry[WIDTH];
end
endmodule
==> impl_metrics.tcl <==
# flow metrics
set metrics [dict create \
    status "finished, violations left" \
    violations "setup timing" \
    place_hpwl_um 858 \
    rows 21 \
    edf_count 0 \
    gp_congestion 0.694 \
    p_per_area_nw_per_um2 1440 \
    drv_slew 0 \
    num_antenna_cells 0 \
    rsz0062_at_grt "yes" \
    finalSetupViolations 1 \
    synth_chip_area_sq_um 369 \
    syn_to_final_growth_pct 93.2 \
    period_used_share 1.01 \
    io_pins 19 \
    p_leak_nw 0.317 \
    design_area_sq_um 713 \
    initCoreUtil 0.108 \
    drt_iter0_drc 6 \
    fin_ws_ns -0.0177 \
    htree_levels 1 \
    vias 355 \
    core-area_sq_um 3420 \
    flop_cell "dfrtp_1" \
    dr.pass1.iters 2 \
    utilization 0.209 \
    fin_cells 112 \
    post_synth.cell_area_avg_sq_um 10.3 \
    finalHoldViolations 0 \
    placed_cells 107 \
    cts_tree "yes" \
    reg.largest.list "cnt (8)" \
    grt_first_pass_wirelength_um 1720 \
    ant_nets 0 \
    warnings 27 \
    drt-total-wl_um 1080 \
    period_needed_ns 1.82 \
    syn-cell-area_sq_um 369 \
    io_buffers 18 \
    cts.sinks 8 \
    drcViolationCount 0 \
    drv_cap 0 \
    die_w_um 80 \
    regMostFlops "cnt" \
    path_max_fanout 2 \
    r2r_setup_slack_ns 0.10 \
    die_area_sq_um 6400 \
    yosysCellCount 36 \
    largest_reg_flops 8 \
    required_ns 1.44 \
    area_leaders "dfrtp_1, xor2_1, nor2_1" \
    routedWlPerCell_um 9.68 \
    clk_pin_slew_ns 0.06 \
    tightest_slew_ns 0.378 \
    arrival_ns 1.46 \
    grt_use_total 0.0336 \
    vias_per_cell 3.17 \
    worst-setup-path-type "reg -> out" \
    cts_made_buffers 3 \
    async_reset_ff_frac 1.00 \
    fin_worst_skew_ns 0.00711 \
    yosysTopAreaCell "dfrtp_1" \
    antenna_found_initial 0 \
    root_buffer "clkbuf_4" \
    ys_warn_count 1 \
    synthCells 36 \
    ys_seq_elements 8 \
    final_layout_size_suffix_gt1_frac 0.258 \
    gr-total-overflow 0 \
    worst_hold_path_type "in -> async" \
    clockBufferDepth 2 \
    common_cells "dfrtp_1, nor2_1, xor2_1" \
    clock_latency_ns 0.25 \
    place_area_sq_um 662 \
    first_global_vias 392 \
    grt_max_degree 9 \
    cts_hold_buf 0 \
    relSlewSlack 0.747 \
    top_area_frac 0.542 \
    ir_worst_vdd_mv 0.707 \
    max_freq_mhz 550 \
    finalPower_mw 1.03 \
    die_y_um 80 \
    yosysUniqueCellTypes 10 \
    cp-end-kind "output pin" \
    start_kind "register" \
    synth.most_common_cell "dfrtp_1" \
    yosys.stat.seqShare 0.542 \
]
## critical path, stage by stage, from the launching register on
cell,delay (ns)
dfrtp_1,0.34
inv_1,0.05
ha_2,0.18
or3_4,0.39
nor4_4,0.12
buf_2,0.13
## cell usage in the layout, fill, tap and decap left out
cell type / Yosys / final
clkdlybuf4s50_1: 0 / 14
buf_4: 0 / 10
dfrtp_1: 8 / 8
nor2_1: 7 / 7
xor2_1: 7 / 7
inv_1: 3 / 3
nor3_1: 3 / 3
clkbuf_4: 0 / 3
dlygate4sd2_1: 0 / 3
o22ai_1: 2 / 2
nor4_1: 3 / 2
or3_4: 0 / 1
nor4_4: 0 / 1
ha_2: 0 / 1
buf_2: 1 / 1
## power by group
| group | switching, mW | leakage (nW) | total [mW] | internal [mW] |
|---|---|---|---|---|
| clock | 0.0589 | 0.0138 | 0.135 | 0.0762 |
| sequential | 0.0763 | 0.0937 | 0.353 | 0.277 |
| combinational | 0.181 | 0.210 | 0.542 | 0.362 |
## per-stage QoR
stage / setup slack [ns] / TNS [ns] / hold slack (ns)
floorplan: 0.181 / 0 / 0.0644
global placement: -0.828 / -2.43 / 0.481
detailed placement: -0.840 / -2.49 / 0.489
CTS: -0.0350 / -0.0350 / 0.400
global route: -0.134 / -0.184 / 0.415
finish: -0.0177 / -0.0177 / 0.390
## cell families after synthesis
group           synth area share
simple gates               0.180
flops                      0.542
xor+xnor                   0.166
buf+inv                   0.0441
compound gates            0.0339
fa+ha+maj                 0.0339
## metal layers
metal	vias to the layer above	wire length [um]	track usage
met3	0	214	0.0330
met4	0	0	0.00176
met1	152	549	0.0467
li1	182	-	-
met2	21	320	0.0361
met5	-	0	0
## area by class of cell
class / count / area, sq um
fill: 385 / 2700
timing repair buffer: 28 / 246
sequential: 8 / 200
multi-input combinational: 24 / 175
tap: 46 / 57.6
clock buffer: 3 / 22.5
inverter: 3 / 11.3
## final timing paths
check,startpoint,cells after the start,end
setup / recovery,cnt[0]$_DFF_PN0_,5,ovf
hold / removal,rst_n,1,cnt[7]$_DFF_PN0_
setup reg to reg,cnt[0]$_DFF_PN0_,6,cnt[6]$_DFF_PN0_
hold reg to reg,cnt[4]$_DFF_PN0_,1,cnt[4]$_DFF_PN0_
max in group asynchronous,rst_n,1,cnt[5]$_DFF_PN0_
min in group clk0,cnt[4]$_DFF_PN0_,1,cnt[4]$_DFF_PN0_
## repair_timing
action	CTS	global route
resized	9	1
buffers inserted	2	0
pin swaps	3	0
endpoints found under the setup margin	5	2
Power is estimated from default activity; no workload was simulated.
